File: design/flow/config.mk
export PLATFORM = sky130hd
export DESIGN_NAME = DAC_Controller
export DESIGN_NICKNAME = DAC_Controller
export VERILOG_FILES = /design/flow/design.v
export SDC_FILE = /design/flow/constraint.sdc
export NUM_CORES = 4
export LEC_CHECK = 1
export CORE_AREA = 10 10 103 103
export DIE_AREA = 0 0 113 113
File: design/flow/constraint.sdc
current_design DAC_Controller

set clk_period 2.7
set clk_io_pct 0.2

create_clock -name clk0 -period $clk_period [get_ports {CLK100}]

set non_clock_inputs [all_inputs -no_clocks]
set_input_delay [expr $clk_period * $clk_io_pct] -clock clk0 $non_clock_inputs
set_output_delay [expr $clk_period * $clk_io_pct] -clock clk0 [all_outputs]
File: design/flow/design.v
`timescale 1ns / 1ps
module DAC_Controller(
    input [11:0] R1,
    input [11:0] R2,
    input CLK100,
    output reg CS,
    output reg SCLK,
    output reg SDI,
    output reg LDAC
);  
    reg SCK;    
    wire four_mega;
    DivideByN #( .N(25), .M(5) ) divideby25(.clk(CLK100), .pulse(four_mega));    
    always_ff @ (posedge four_mega)
        SCK = !SCK;
    parameter RESET = 4'd0, CS_LOW1 = 4'd1, CS_HIGH1 = 4'd2, CS_LOW2 = 4'd3, CS_HIGH2 = 4'd4, LDAC_LOW = 4'd5, LDAC_HIGH = 4'd6, NOP = 4'd7;        
    reg [3:0] counter;     
    reg [3:0] state = RESET;
    always_ff @ (negedge SCK) begin
        case (state)
            RESET: begin state <= CS_LOW1; counter <= 4'd15; end
            CS_LOW1:
                begin 
                    if (counter == 4'd0) 
                        state <= CS_HIGH1;
                    else counter <= counter - 1; 
                end      
            CS_HIGH1: begin 
                if (counter == 4'd1) begin 
                    state <= CS_LOW2; 
                    counter <= 4'd15; 
                end else counter <= counter + 1; end
            CS_LOW2: begin 
                 if (counter == 4'd0) 
                       state <= CS_HIGH2;
                 else counter <= counter - 1; 
            end
            CS_HIGH2: begin
                if (counter == 4'd1) begin 
                    state <= LDAC_LOW; 
                    counter <= 4'd15; 
                end else counter <= counter + 1; end
            LDAC_LOW: begin state <= LDAC_HIGH; end
            LDAC_HIGH: begin state <= NOP; end
            NOP: begin state <= RESET; end
            default: state <= RESET;
        endcase
    end
    wire [15:0] REG1 = {4'b0011, R1};
    wire [15:0] REG2 = {4'b1011, R2};    
    always @ (state, counter) begin
        case (state)
            RESET: begin CS <= 1'b1; LDAC <= 1'b1; SDI <= 1'bz; end
            CS_LOW1: begin CS <= 1'b0; LDAC <= 1'b1; SDI <= REG1[counter]; end  
            CS_HIGH1: begin CS <= 1'b1; LDAC <= 1'b1; SDI <= 1'bz; end
            CS_LOW2: begin CS <= 1'b0; LDAC <= 1'b1; SDI <= REG2[counter]; end  
            CS_HIGH2: begin CS <= 1'b1; LDAC <= 1'b1; SDI <= 1'bz; end
            LDAC_LOW: begin CS <= 1'b1; LDAC <= 1'b0; SDI <= 1'bz; end
            LDAC_HIGH: begin CS <= 1'b1; LDAC <= 1'b1; SDI <= 1'bz; end
            NOP: begin CS <= 1'b1; LDAC <= 1'b1; SDI <= 1'bz; end
            default: begin CS <= 1'b1; LDAC <= 1'b1; SDI <= 1'bz; end
        endcase
    end
    assign SCLK = SCK;
endmodule
`timescale 1ns / 1ps
module DivideByN
    #(  parameter N = 100,
        parameter M = 7 
    )
(
    input clk,
    output reg pulse
);
    reg [M-1:0] counter = 0;
    always @ (posedge clk)
        if (counter == N-1) 
        begin
            counter = 0;
            pulse = 1'b1;
        end
        else begin counter += 1; pulse = 1'b0; end
endmodule
File: design/flow/run.sh
#!/bin/bash
# OpenROAD 26Q1-2900-gdf79404cd8, Yosys 0.63+post, stock flow scripts
make -C /OpenROAD-flow-scripts/flow DESIGN_CONFIG=/design/flow/config.mk WORK_HOME=/design/flow/orfs finish
==> changes_impl.md <==
### Implementation results

* Number of antenna violations at the first check in global routing at 0
* Area of the die at approximately 13,000 sq um
* Internal power at 0.0002212 W
* DRT Wirelength at 2258 um
* Startpoint of the worst setup timing path: R2[3]
* Number of synthesized flops with an enable pin at 7
* Detailed-router iteration count before antenna repair at 4
* Cell at the slowest stage of the critical path: sky130_fd_sc_hd__mux4_1
* Class of the most critical setup path: in2out
* Setup Fix Bufs, Post-CTS at 0
* Maximum number of pins on one net before global-route repair at 12
* Clock latency (worst-skew pair) at 0.22 ns
* Area growth from synthesis to layout at 41.20%
* Endpoints left unconstrained at 18
* Leakage power total at roughly 0.52 nW
* Seq cells post-synth at 14
* Min cycle time layout at 2.575 ns
* Log Warnings at 29
* Number of synthesis warnings at 10
* Die span in y at 113 um
* Max Cap Viol at 0
* Register pins left without a clock at 8
* DRT antenna net count at 0
* Power Density at 185.6 nW/um^2
* Final routed wire length divided by cell count at 9.991 um
* Combined area of all synthesized cells at 1002 sq um
* Core region area at 8299 sq um
* Normalized max-slew margin at 0.6921
* Clock share of power at 0.498
* Comb pwr share at 0.162
* Highest-count cells in the layout ignoring fill and taps: 27 x sky130_fd_sc_hd__clkdlybuf4s50_1, 11 x sky130_fd_sc_hd__nand2_1, 8 x sky130_fd_sc_hd__inv_1
* TritonCTS Buffers at 3
* Boundary Pins at 29
* CP Max Fanout at 1
* CP Capture Type: output pin
* Peak supply drop at 0.0004745 V
* Max-slew violations at 0
* Worst EP arrival at 2.04 ns
* Overall routing resource usage at 0.03201
* Clock H-tree levels at 1
* Synthesized area per cell at between 10 and 15 sq um
* Clock slew at the register clock pins of the worst setup and hold paths at about 0.030 ns
* Die Span X at roughly 110 um
* Worst hold path startpoint: divideby25.counter[0]$_SDFF_PP0_
* Most frequently placed logic cell in the final layout: sky130_fd_sc_hd__clkdlybuf4s50_1
* Post-DR vias/cell at 3.527
* Area used by sequential logic in the layout at about 350 sq um
* Chip Area, Yosys at 1002 sq um
* Total cell area at the placement stage at ~1400 sq um
* Min Hold Slack at roughly 0.46 ns
* RSZ-0062 raised after global routing: no
* Logic area at 583.1 sq um
* Min-Delay Path Class: reg2reg
* Flop pwr share at 0.340
* Number of vias after detailed routing at 797
* Measured slew at the worst slew-check pin at 0.4601 ns
* Row count at 33
* Setup-failing EPs final at 0
* FF-to-FF setup slack at 1.64 ns
* WP data required at 2.16 ns
* Proportion of register bits with asynchronous set or reset after synthesis at 0
* Worst setup path endpoint: SDI
* Number of filler cells placed in the layout at between 800 and 900
* Count of unresolved DRC violations after routing at 0
* Layout cells sized above 1 at 0.06612
* Sw Pwr at 0.00004138 W
* Clk root buf: sky130_fd_sc_hd__clkbuf_8
* Main flop type after synthesis: sky130_fd_sc_hd__edfxtp_1
* Cell count after synthesis at 96
* Final Hold Violating Endpoints at 0
* Count of instantiated cells in the yosys netlist at 96
* Sequential fraction of the synthesis area at 0.3496
* Sw Ratio at 0.1576
* Iteration-0 DRC count of the detailed router at 21
* Share of the core filled by cells before placement at 0.1208
* Launch point of the worst reg-to-reg path: divideby25.counter[0]$_SDFF_PP0_
* Run status: finished clean
* CP peak stage delay at 0.49 ns
* Tally of buffers added on design ports at 28
* Final worst clock skew at 0.0005761 ns
* Worst-path cell chain: clkdlybuf4s50_1 > mux4_1 > mux2i_1 > mux2_2 > o22ai_1 > dlygate4sd2_1
* HPWL after DPL at 1900 um
* Maximum root-to-sink buffer count at 2
* Global placement routability congestion at around 0.79
* Wire length of the first global-routing pass at about 3600 um
* Timing-limited maximum frequency at 388.3 MHz
* Depth of the worst register-to-register path at 4
* Post-route cell area at around 1400 sq um
* CTS tree: built
* Post-synthesis cell type count at 34
* Antenna fix cells at 0
* CP Launch Type: input port
* Number of global-route vias before repair at 791
* Overflow after GRT at 0
* Critical R2R Capture: divideby25.counter[1]$_SDFF_PP0_
* Post-route fraction of the period consumed by the critical path at 0.9539
==> worst min-delay path by stage <==
stage,end,cells after the start
CTS,divideby25.counter[0]$_SDFF_PP0_,1
global route,divideby25.counter[0]$_SDFF_PP0_,1
finish,divideby25.counter[0]$_SDFF_PP0_,1
==> timing repair <==
action                     in CTS  in global routing
setup endpoints to repair       1                  0
gates resized                   1                  0
hold buffers                    0                  0
==> power by group through the flow <==
stage,logic [W],registers [W],clock network [W]
after CTS,0.0000436,0.0000892,0.000135
after global routing,0.0000458,0.0000891,0.000141
final,0.0000425,0.0000892,0.000131
==> logic make-up (layout without fill, tap and decap cells) <==
logic type      count (synthesis)  count (layout)  share of synthesized area
compound gates                 20              20                     0.1423
xor+xnor                        5               5                    0.04370
fa+ha+maj                       6               6                    0.07490
buf+inv                        14              39                    0.06866
flops                          14              14                     0.3496
mux                             9               9                     0.1723
simple gates                   28              28                     0.1486
==> sequential cells by signal, indices dropped and copies added, names as in the netlist <==
name / cells
divideby25.pulse: 1
counter: 4
SCK: 1
state: 3
divideby25.counter: 5
==> area by class of cell <==
class | count | share of cell area
Multi-Input combinational cell | 68 | 0.4120
Inverter | 8 | 0.02122
Sequential cell | 14 | 0.2476
Timing Repair Buffer | 28 | 0.1972
Clock buffer | 3 | 0.02918
Tap cell | 105 | 0.09284
==> Yosys cell counts (all sizes together), types with 2 or more instances <==
| cell | number | area share |
|---|---|---|
| nand2 | 11 | 0.041 |
| inv | 8 | 0.030 |
| dfxtp | 7 | 0.14 |
| edfxtp | 7 | 0.21 |
| ha | 6 | 0.075 |
| nor2 | 6 | 0.022 |
| o21ai | 6 | 0.030 |
| mux4 | 5 | 0.13 |
| a21oi | 4 | 0.020 |
| buf | 3 | 0.027 |
| clkbuf | 3 | 0.011 |
| mux2i | 3 | 0.030 |
| xor2 | 3 | 0.026 |
| nand3 | 2 | 0.010 |
| nand3b | 2 | 0.027 |
| nor3 | 2 | 0.010 |
| o22ai | 2 | 0.012 |
| xnor2 | 2 | 0.017 |
==> per-layer routing <==
layer	GRT usage	vias to the layer above	wire length, um
met2	0.05453	19	1105
met4	0.0008460	0	6
met5	0	-	0
met3	0.01068	2	145
li1	-	404	-
met1	0.04054	372	1001
==> per-stage QoR <==
| stage | TNS [ns] | util | std cells | setup slack, ns | power, W |
|---|---|---|---|---|---|
| 3_3_place_gp | -0.1030 | 0.1657 | 223 | -0.1030 | 0.0001343 |
| 2_1_floorplan | 0 | - | 96 | 0.8326 | 0.00009786 |
| 3_5_place_dp | -0.09742 | 0.1657 | 223 | -0.09742 | 0.0001344 |
| 5_1_grt | 0 | 0.1705 | 226 | 0.01523 | 0.0002759 |
| 6_report | 0 | 0.1705 | 226 | 0.1245 | 0.0002626 |
| 4_1_cts | 0 | 0.1705 | 226 | 0.07801 | 0.0002677 |
==> worst max-delay path, delay by kind of cell <==
kind | cells | cell delay (ns)
buffers and inverters | 2 | 0.66
multiplexers | 3 | 0.77
AND-OR/OR-AND | 1 | 0.06
No activity file was given, so power comes from the tool's default toggle rates.
