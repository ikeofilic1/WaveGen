$ cat flow/run.sh
#!/bin/bash
# OpenROAD 26Q1-2900-gdf79404cd8, Yosys 0.63+post, stock flow scripts
make -C /OpenROAD-flow-scripts/flow DESIGN_CONFIG=/design/flow/config.mk WORK_HOME=/design/flow/orfs finish
$ cat flow/config.mk
export PLATFORM = sky130hd
export DESIGN_NAME = s2ui
export DESIGN_NICKNAME = s2ui
export VERILOG_FILES = /design/flow/design.v
export SDC_FILE = /design/flow/constraint.sdc
export NUM_CORES = 4
export LEC_CHECK = 1
export CORE_AREA = 10 10 70 70
export DIE_AREA = 0 0 80 80
$ cat flow/constraint.sdc
current_design s2ui

set clk_period 2.9
set clk_io_pct 0.2

create_clock -name clk0 -period $clk_period

set non_clock_inputs [all_inputs -no_clocks]
set_input_delay [expr $clk_period * $clk_io_pct] -clock clk0 $non_clock_inputs
set_output_delay [expr $clk_period * $clk_io_pct] -clock clk0 [all_outputs]
$ cat flow/design.v
`timescale 1ns / 1ps
module s2ui(
    input signed [11:0] signed_in,
    output [11:0] unsigned_out
);
    assign unsigned_out = -1*signed_in + 2048;
endmodule
==> git commit body <==
Add synthesis and place-and-route results

- Cell count listed in synth_stat.txt: 29
- Sequential elements use 0% of the synthesized area.
* Count of final setup violators: 0
- Count of synthesis-stage warnings from yosys: 0
* Clock buffer count in the final layout: 0
- Total power density per cell area: ~120 nW/um2
- Mean area per synthesized cell: between 7 and 8 um2
* Horiz. Die Dim: 80 um
- The number of antenna violations at the first check in global routing is 0.
- Tally of OpenROAD warnings: 32
- Per the detailed-route log, wirelength across all metal layers totals 994 um.
- Class of the tightest hold or removal check: in -> out
- For this run, the slowest stage of the critical path takes 0.49 ns.
- After routing, the total negative slack on setup checks comes to 0 ns.
- Die footprint: 6400 um2
- The data arrival time reported for the critical path is ~2.3 ns.
* Routed via count: roughly 310
- According to the floorplan report, the die height is ~80 um.
- Post-route non-filler standard cell count: about 100
* Area Growth Syn to Fin: 156%
- Num sequential: 0
- Pin count of the biggest net entering global routing: 6
* Number of placement rows: 21
- For this configuration, the core starts out at a cell density of 6.56%.
- Final Slew Violations: 0
* Number of cells after detailed placement: 104
- Fraction of synthesized cell area in xor and xnor cells: 39.1%
- Per the run summary, max-cap violations total 0.
* Post-CTS setup buffer count: 0
- Nature of the critical path endpoint: primary output
* Kind of critical path: in -> out
- Total grt overflow: 0
- Cells after Synth: 29
- Largest fanout on the critical path: 4
- Fraction of final layout cells sized beyond drive strength 1: 19.0%
- The global routing report lists met1 layer usage as under 10%.
- Summed over its instances, the top area cell type makes up 23.5% of the synthesized netlist area.
- Total core area: between 3000 and 4000 um2
- Number of remaining DRC errors: 0
* Number of nets still failing antenna checks after routing: 0
* Mean routed wirelength per cell: 9.56 um
- Cell family contributing the most delay on the critical path: buffers and inverters
- Slowest library cell on the worst path: sky130_fd_sc_hd__clkdlybuf4s50_1
- The pre-antenna-repair detailed-routing pass consisted of 2 iterations.
- Counting buffers and inverters, the worst setup path is 5 cells deep.
- Counting both buffers and inverters, the worst setup path holds a total of 2.
* Post-route fraction of the period consumed by the critical path: 98.0%
- Biggest area contributors in the synthesized netlist: sky130_fd_sc_hd__xnor2_1, sky130_fd_sc_hd__xor2_1, sky130_fd_sc_hd__nor4_4
- Final weighted congestion of routability-driven global placement: 0.743
- Time the worst path needs with I/O delays and setup: 2.84 ns
- In the final report, the number of hold violations comes to 0.
- The portion of synthesized area spent on multiplexers is 0%.
- Worst IR drop on VDD: about 0.029 mV
- By instance count after routing, the leading logic cell type is sky130_fd_sc_hd__clkdlybuf4s50_1.
- Detailed-placement wirelength estimate: 907 um
- Along the worst hold path, the cell count comes to 4.
* Number of global-route vias before repair: 325
- Distinct cell type count after synthesis: 14
- Dominant combinational family: simple AND/OR/NAND/NOR gates
- The finished cells cover 573 um2.
- The top cell types in the final layout, fill and taps aside, are sky130_fd_sc_hd__clkdlybuf4s50_1, sky130_fd_sc_hd__xnor2_1, sky130_fd_sc_hd__buf_4.
- The synthesized netlist devotes 48.6% of its cell area to simple gates.
- Global routing consumed, over all layers together, under 10% of the routing resources.
- WP data required: 2.32 ns
- In the final layout, the fill cell count is ~380.
* Worst path cell trace: clkdlybuf4s50_1 > nor4_4 > nor3b_2 > xnor2_1 > clkdlybuf4s50_1
- Area taken by flip-flops and latches: 0 um2
- The flow ran to the end, and the final reports show no timing, DRC or antenna violations.
- Among the stages of the critical path, the cell type that occurs most often is sky130_fd_sc_hd__clkdlybuf4s50_1.
* RSZ-0062 raised after global routing: false
- The flow reports an fmax of 352 MHz.
* Number of buffers inserted by hold repair at cts: 0
- Total power for the finished layout comes to between 60 and 70 uW.
- Area figure in the yosys stat output: between 200 and 250 um2
* Final Core Density: 16.8%
* Biggest area consumer among synthesized cells: sky130_fd_sc_hd__xnor2_1
- The area taken by multi-input combinational cells is reported as 223 um2.
* Met3 layer usage reported by global route: 1.48%
- The script logs the ratio of routed vias to standard cells as 2.96.
- For met2 alone, demand over resource in global routing was 4.65%.
- The routed design ends up with an antenna cell count of 0.
- IO Count: 24
* Netlist area before placement: ~220 um2
* Count of input and output buffers: 24
- Slew headroom: 81.1%
- At the pin with the least slew margin, the transition time is 0.281 ns.
* Busiest grt layer: met2
* DRT iter0 DRCs: 1
- Global-route wire length before repair: 1550 um
- Area post-placement: 559 um2
- The analysis attributes to cell leakage a power of 0.000198 uW.
- Adder and majority gate portion of the synthesized area: 5.59%
- Category of the worst setup path launch point: input pin
- Summing the areas of all compound-gate instances in the mapped netlist gives 0% of the synthesized area.
-- power by group --
group / internal [uW] / total, uW / switching [uW]
clock network: 0 / 0 / 0
logic: 45.5 / 66.5 / 21.0
registers: 0 / 0 / 0
-- worst paths after layout --
path	startpoint	endpoint	slack (ns)
max	signed_in[6]	unsigned_out[8]	0.06
min	signed_in[5]	unsigned_out[10]	1.84
-- per-layer routing --
metal  wire length, um  share of wire [%]  vias up
li1                  -                  -      158
met1               422                 42      135
met2               419                 42       15
met3               153                 15        0
met4                 0                  0        0
met5                 0                  0        -
-- final cells by class --
| class | count | area share (%) |
|---|---|---|
| repair buffers | 30 | 49.8 |
| multi-input cells | 26 | 38.9 |
| well taps | 46 | 10.0 |
| inverters | 2 | 1.31 |
-- cell families after synthesis --
| family | Yosys count |
|---|---|
| and+or+nand+nor | 15 |
| xor gates and xnor gates | 10 |
| adders and majority gates | 1 |
| buffers and inverters | 3 |
-- stage by stage --
stage          hold WS, ns  setup WS, ns
2_1_floorplan         1.19          1.09
3_3_place_gp          2.11       -0.0124
3_5_place_dp          2.11       -0.0217
4_1_cts               1.99        0.0108
5_1_grt               1.88      0.000560
6_report              1.84        0.0581
-- timing repair --
item	in CTS	in global routing
gates resized	2	3
pin swaps	3	1
endpoints found under the setup margin	2	3
-- synthesized netlist by cell type --
cell,n
sky130_fd_sc_hd__nor2_1,3
sky130_fd_sc_hd__nand4bb_1,1
sky130_fd_sc_hd__ha_1,1
sky130_fd_sc_hd__xnor2_1,6
sky130_fd_sc_hd__nand2b_1,1
sky130_fd_sc_hd__buf_4,1
sky130_fd_sc_hd__nor4_1,3
sky130_fd_sc_hd__nand2_1,2
sky130_fd_sc_hd__nand3_1,2
sky130_fd_sc_hd__inv_1,2
sky130_fd_sc_hd__xor2_1,4
sky130_fd_sc_hd__nor3_2,1
sky130_fd_sc_hd__nor4_4,1
sky130_fd_sc_hd__nor3b_2,1
Power figures rest on the tool's default switching activity, not on a simulated workload.
